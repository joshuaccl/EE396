`design/flow/constraint.sdc`:
```
current_design match

set clk_period 3.8
set clk_io_pct 0.2

create_clock -name clk0 -period $clk_period [get_ports {clk}]

set non_clock_inputs [all_inputs -no_clocks]
set_input_delay [expr $clk_period * $clk_io_pct] -clock clk0 $non_clock_inputs
set_output_delay [expr $clk_period * $clk_io_pct] -clock clk0 [all_outputs]
```
`design/flow/run.sh`:
```
#!/bin/bash
# OpenROAD 26Q1-2900-gdf79404cd8, Yosys 0.63+post, stock flow scripts
make -C /OpenROAD-flow-scripts/flow DESIGN_CONFIG=/design/flow/config.mk WORK_HOME=/design/flow/orfs finish
```
`design/flow/design.v`:
```
`timescale 1ns / 1ps
module fivesec(
    output reg fivesecelapsed,
    input clk,
    input resetfivesec
    );
    wire elapsed;
    reg reset;
    reg [3:0] state;
halfsec delay(
    elapsed,
    clk,
    reset
    );
    always@(posedge clk)
    begin
        if(resetfivesec==1) 
        begin
            state<=0;
            reset<=1;
            fivesecelapsed<=0;
        end
        else 
        begin
            reset<=0;
            if(elapsed==1) state<=state+1;
            if(state==10) 
            begin
                 state<=0;
                 fivesecelapsed<=1;
            end
            else fivesecelapsed<=0;
        end
    end
endmodule
`timescale 1ns / 1ps
module halfsec(
    output Y,
    input clk,
    input reset
    );
    reg elapsed;
    reg[25:0] state;
    always@(posedge clk)
        if(reset==1) state<=0;
            else if(state==25000000) state <=0;
            else state <= state+1;
    always@(state)
        if(state == 25000000) elapsed = 1;
            else elapsed = 0;
    assign Y = elapsed;
endmodule
module match(
    output win,
    output lose,
    output done,
    input start,
    input turn,
    input pattern,
    input io0,
    input io1,
    input clk
    );
    wire fivesecelapsed;
    reg win=0;
    reg lose=0;
    reg [1:0] state=0;
    reg reset;
    reg done=0;
fivesec timelimit(
        fivesecelapsed,
        clk,
        reset
        );
    always@ (posedge clk)
    begin
        if(start==1) 
        begin
        reset<=1;
            if(state==0)
            begin
                reset<=0;
                if(io0==1) state<=1;
                else if(io1==1) state<=2;
                else if(fivesecelapsed==1) state<=3;
                else state<=0;
            end
            if(state==1)
            begin
            if(pattern==0) win<=1;
            else lose<=1;
            done<=1;
            end
            if(state==2)
            begin
            if(pattern==1) win<=1;
            else lose<=1;
            done<=1;
            end
            if(state==3)
            begin
            lose<=1;
            done<=1;
            end
        end   
    end          
endmodule
```
`design/flow/config.mk`:
```
export PLATFORM = sky130hd
export DESIGN_NAME = match
export DESIGN_NICKNAME = match
export VERILOG_FILES = /design/flow/design.v
export SDC_FILE = /design/flow/constraint.sdc
export NUM_CORES = 4
export LEC_CHECK = 1
export CORE_AREA = 10 10 104 104
export DIE_AREA = 0 0 114 114
```
==> results.py <==
# Auto-generated metrics
metrics = {
    "finish": {
        "fillers": 947,
        "post-route-cell-area_um2": 2037,
        "drive_gt1_frac": 0.04975,
        "syn_to_final_growth_pct": 15.95,
    },
    "detailed_routing": {
        "drtPass1Iterations": 4,
        "drcViolationCount": 0,
        "vias": 1369,
        "vias_per_cell": 4.430,
        "antenna_cells_inserted": 0,
        "ant_nets": 0,
        "detail_route.wl_per_cell_um": 10.19,
        "routed_wl_um": 3149,
        "drt_iter0_markers": 70,
    },
    "job": {
        "maxCapViolCount": 0,
        "openroad.warnings": 28,
    },
    "die": {
        "fp-utilization": 0.2024,
        "std_cell_rows": 34,
        "ios": 9,
        "coreArea_um2": 8678,
        "die-area_um2": 13000,
        "die-width_um": 114,
        "die_h_um": 114,
    },
    "hold_path": {
        "worstHoldStart": "reset",
        "holdPathEnd": "timelimit.reset",
        "holdPathStages": 0,
        "worst_hold_path_type": "register to register",
    },
    "cts": {
        "htreeDepth": 2,
        "clk_pin_slew_ns": 0.08,
        "clk_latency_ns": 0.28,
        "cts_sinks": 38,
        "clock_path_buffers": 2,
        "cts_setup_buffers": 0,
        "cts-buffers-inserted": 5,
        "cts_hold_buffers": 0,
        "cts_tree": "yes",
        "cts_resized": 0,
        "cts-root-buf": "clkbuf_8",
    },
    "setup_path": {
        "worstPathArrival_ns": 2.31,
        "cp_slowest_stage_delay_ns": 0.66,
        "r2r-end": "timelimit.delay.state[4]",
        "path_cells": "inv_1, ha_1, nor4b_1, and4_1, a21o_1, nor2_1",
        "worstSetupPathType": "register to register",
        "worstPathRequired_ns": 3.94,
        "setup.worst_path.start_class": "register",
        "r2r_setup_slack_ns": 1.63,
        "endpoint_kind": "register",
        "r2r_cells": 6,
        "critical_path.reg2reg.startpoint": "timelimit.delay.state[0]",
        "critical_path.slowest_cell": "a21o_1",
        "critPathMaxFanout": 24,
    },
    "final_timing": {
        "setup_viol": 0,
        "slew_headroom": 0.4667,
        "fmax_ghz": 0.4604,
        "worst_slew_pin_slew_ns": 0.7999,
        "layout_min_cycle_time_ns": 2.172,
        "worst_clock_skew_ns": 0.005531,
        "rsz0062_at_grt": "false",
        "finalHoldViolations": 0,
        "tns_ns": 0,
        "finalCritPeriodShare": 0.5716,
        "maxSlewViolCount": 0,
    },
    "synth": {
        "ff_type": "dfxtp_1",
        "ys_seq_share": 0.4672,
        "post-synth-top-count-cell": "dfxtp_1",
        "ys_types": 37,
        "top_cell_area_share": 0.3647,
        "syn_area_um2": 1757,
        "enable_flop_cells": 6,
        "ys_cells": 192,
        "yosys-top-cells-count": "dfxtp_1 (32), nor2_1 (21), a21oi_1 (15)",
        "yosys_area_um2": 1757,
        "ys_async_sr_fraction": 0,
        "syn_avg_cell_area_um2": 9.149,
        "synth_warnings": 3,
        "area_leaders": "dfxtp_1 (36%), edfxtp_1 (10%), nor2_1 (4.5%)",
        "yosysTopAreaCell": "dfxtp_1",
        "numSynthFlops": 38,
        "synthCells": 192,
    },
    "placed_design": {
        "routabilityCongestion": 0.7836,
        "port_buffers": 7,
        "place_area_um2": 1931,
        "dp_hpwl_um": 2140,
    },
    "global_route": {
        "grtUsageTotal": 0.04830,
        "antenna_found_initial": 0,
        "grt_max_degree": 25,
        "overflow": 0,
        "grt_pass1_wl_um": 5451,
        "grt_pass1_vias": 1222,
    },
    "pwr": {
        "switching_power_mw": 0.1461,
        "leakagePower_nw": 0.6215,
        "seqPwrFrac": 0.542,
        "power_frac_comb": 0.020,
        "ir_drop_v": 0.0001497,
        "pwr_density_cell_nw_per_um2": 373.7,
        "p_sw_frac": 0.1920,
        "internal-power_mw": 0.6151,
        "pwr-share-clk": 0.438,
    },
    "outcome": {
        "status": "completed",
    },
}
## power by group through the flow
stage | registers [mW] | clock network, mW | logic [mW]
4_1_cts | 0.413 | 0.345 | 0.0158
5_1_grt | 0.413 | 0.358 | 0.0175
6_report | 0.413 | 0.333 | 0.0155
## stage by stage
step,worst slack (ns),total power [mW],utilization,instances,hold WS [ns]
floorplan,2.040,0.4287,-,192,0.3620
global placement,1.645,0.4375,0.2225,301,0.4074
detailed placement,1.608,0.4376,0.2225,301,0.3943
CTS,1.595,0.7732,0.2347,309,0.4418
global route,1.364,0.7880,0.2347,309,0.4572
finish,1.628,0.7612,0.2347,309,0.4388
## worst max-delay path: cells and delay by family (launching register included)
kind / cells / cell delay (ns)
simple gates: 3 / 0.81
compound gates: 1 / 0.66
flops: 1 / 0.35
fa+ha+maj: 1 / 0.14
buf+inv: 1 / 0.07
## routing by layer
| metal | vias up | GRT usage | share of wire |
|---|---|---|---|
| li1 | 724 | - | - |
| met1 | 629 | 0.07088 | 0.55 |
| met2 | 16 | 0.07251 | 0.42 |
| met3 | 0 | 0.01276 | 0.038 |
| met4 | 0 | 0.005013 | 0 |
| met5 | - | 0 | 0 |
## area by class of cell
cell class / instances / area [um2] / area share
Multi-Input combinational cell: 139 / 870.8 / 0.4275
Sequential cell: 38 / 820.8 / 0.4029
Tap cell: 108 / 135.1 / 0.06634
Clock buffer: 7 / 76.32 / 0.03747
Timing Repair Buffer: 7 / 70.07 / 0.03440
Inverter: 9 / 33.78 / 0.01658
Clock inverter: 1 / 30.03 / 0.01474
## cells in the final DEF (no fill, tap or decap), types with 6 or more instances in the layout
cell type,count
a21oi_1,15
xor2_1,6
or4_1,8
o31ai_1,8
dfxtp_1,32
nand2_1,9
o21ai_0,6
nand3_1,10
inv_1,9
nand4_1,8
clkdlybuf4s50_1,7
xnor2_1,6
nor2_1,21
edfxtp_1,6
## kinds of logic after synthesis
family / synth area share
AND/OR/NAND/NOR: 0.2806
flip-flops: 0.4672
AND-OR/OR-AND: 0.1268
buffers and inverters: 0.03703
XOR/XNOR: 0.05983
adder cells (fa/ha/maj): 0.02849
## registers in the layout, indices dropped and copies added, names as in the netlist
name / cells
timelimit.delay.state: 26
timelimit.state: 4
state: 2
done: 1
lose: 1
reset: 1
timelimit.fivesecelapsed: 1
timelimit.reset: 1
win: 1
## worst max path at each step
stage                               startpoint                       end  slack (ns)
after global routing  timelimit.delay.state[0]  timelimit.delay.state[8]        1.36
after CTS             timelimit.delay.state[0]  timelimit.delay.state[4]        1.59
final                 timelimit.delay.state[0]  timelimit.delay.state[4]        1.63
Power and IR drop assume default switching activity.
