### /design/flow/constraint.sdc
current_design testvga

set clk_period 1.2
set clk_io_pct 0.2

create_clock -name clk0 -period $clk_period [get_ports {clk}]

set non_clock_inputs [all_inputs -no_clocks]
set_input_delay [expr $clk_period * $clk_io_pct] -clock clk0 $non_clock_inputs
set_output_delay [expr $clk_period * $clk_io_pct] -clock clk0 [all_outputs]
### /design/flow/design.v
module color(
	output reg [3:0] vgRed,
	output reg [3:0] vgGreen,
	output reg [3:0] vgBlue,
	input [3:0] r,
	input [3:0] g,
	input [3:0] b,
	input select
	);
always @(r or g or b or select)
	case(select)
	0: begin
	       vgRed = 0;
	       vgGreen=0;
	       vgBlue=0;
	   end
	1: begin
	       vgRed=r;
	       vgGreen=g;
	       vgBlue=b;
	   end
	endcase
endmodule
`timescale 1ns / 1ps
module Displayarea(
    output reg show,
    input [9:0] horcount,
    input [9:0] vercount
    );
    always@(horcount or vercount)
    begin
        if( (horcount<784) && (horcount>143) && (vercount>34) && (vercount<515) ) show=1;
        else show=0;
    end
endmodule
`timescale 1ns / 1ps
module Horizontal(
    output reg [9:0] count,
    output reg countdone,
    input clk
    );
    always@(posedge clk)
    begin
        if(count != 799)
        begin
            count <= count + 1;
            countdone<=0;
        end
        if(count == 799)
        begin
            count <= 0;
            countdone <= 1;
        end
    end    
endmodule
`timescale 1ns / 1ps
module Horsync(
    output reg horizontalsync,
    input [9:0] state
    );
    always@(state)
    begin
        if(state>95) horizontalsync=0;
        if(state<96) horizontalsync=1;
    end
endmodule
module Pixel(
        output reg pixelClock,
        input clk
        );
        reg [1:0] state;
        always@(posedge clk)
        begin
            if(state==0) 
            begin
                state<=1;
                pixelClock<=0;
            end
            if(state==1) 
            begin
                pixelClock<=0;
                state<=2;
            end
            if(state==2)
            begin
                pixelClock<=1;
                state<=3;
            end
            if(state==3)
            begin
                pixelClock<=1;
                state<=0;
            end
        end
endmodule
`timescale 1ns / 1ps
module Versync(
    output reg verticalsync,
    input [9:0] state
    );
    always@(state)
    begin
        if(state==0 || state==1) verticalsync=1;
        else verticalsync=0;
    end 
endmodule
`timescale 1ns / 1ps
module Vertical(
    output [9:0] count,
    input enable,
    input clk
    );
    reg [9:0] state;
    assign count = state;
    always@(posedge clk)
    begin
      if(enable==1)
      begin  
        if(state != 524)
        begin
            state <= state + 1;
        end
        if(state == 524)
        begin
            state <= 0;
        end
      end
      else if (enable==0) state <= state;
    end    
endmodule
`timescale 1ns / 1ps
module testvga(
    output [3:0] vgaRed,
    output [3:0] vgaGreen,
    output [3:0] vgaBlue,
    output Hsync,
    output Vsync,
    output [3:0] led,
    input [1:0] sw,
    input clk
    );
    reg [3:0] red, green, blue;
    reg [3:0] leds;
vga testvga(
        Hsync,
        Vsync,
        vgaRed,
        vgaGreen,
        vgaBlue,
        clk,
        red,
        green,
        blue
        );
        assign led = leds;
        always@(posedge clk)
        begin
                if(vgaRed==0 && vgaGreen==0 && vgaBlue==0) leds[0]<=1;
                else if(vgaRed==15 && vgaGreen==15 && vgaBlue==15) leds[1]<=1;
                else if(vgaRed==0 && vgaGreen==8 && vgaBlue==0) leds[2]<=1;
                else if(vgaRed==8 && vgaGreen==8 && vgaBlue==8) leds[3]<=1;
                else leds<=0;
                if(sw==0)
                begin
                    red<=0;
                    green<=0;
                    blue<=0;
                 end
                 if(sw==1)
                 begin
                    red<=15;
                    green<=15;
                    blue<=15;
                 end
                 if(sw==2)
                 begin   
                    red<=0;
                    green<=8;
                    blue<=0;
                 end
                 if(sw==3)
                 begin   
                    red<=8;
                    green<=8;
                    blue<=8;
                 end
          end
endmodule
`timescale 1ns / 1ps
module vga(
    output reg hs,
    output reg vs,
    output reg [3:0] gaRed,
    output reg [3:0] gaGreen,
    output reg [3:0] gaBlue,
    input clk,
    input [3:0] re,
    input [3:0] gr,
    input [3:0] bl
    );
    wire horsync, versync;
    wire [3:0] muxred, muxgreen, muxblue;
    wire pixelClock;
    wire [9:0] hcount, vcount;
    wire horizontalcountdone;
    wire showcolor;
Pixel clock(
        pixelClock,
        clk
        );
Horizontal HorizontalCounter(
            hcount,
            horizontalcountdone,
            pixelClock
            );        
Vertical VerticalCounter(
                vcount,
                horsync,
                pixelClock
                );  
Horsync HorizontalComparator(
                    horsync,
                    hcount
                    );          
Versync VerticalComparator(
                    versync,
                    vcount
                    );
Displayarea DisplayComparator(
                    showcolor,
                    horcount,
                    vercount
                    );
color colormux(
                    muxred,
                    muxgreen,
                    muxblue,
                    re,
                    gr,
                    bl,
                    showcolor
                    );
    always@(posedge clk)
    begin
        gaRed <= muxred;
        gaGreen <= muxgreen;
        gaBlue <= muxblue;
        hs <= horsync;
        vs <= versync;
    end
endmodule
### /design/flow/run.sh
#!/bin/bash
# OpenROAD 26Q1-2900-gdf79404cd8, Yosys 0.63+post, stock flow scripts
make -C /OpenROAD-flow-scripts/flow DESIGN_CONFIG=/design/flow/config.mk WORK_HOME=/design/flow/orfs finish
### /design/flow/config.mk
export PLATFORM = sky130hd
export DESIGN_NAME = testvga
export DESIGN_NICKNAME = testvga
export VERILOG_FILES = /design/flow/design.v
export SDC_FILE = /design/flow/constraint.sdc
export NUM_CORES = 4
export LEC_CHECK = 1
export CORE_AREA = 10 10 111 111
export DIE_AREA = 0 0 121 121
==> results.tsv <==
metric	value	unit
gr-usage-all-layers	0.0243	
syn_area	1300	sq um
ir_drop	0.200	mV
grt_pass1_vias	732	
num_io_pins	21	
edf_count	10	
flop_cell	dfxtp_1	
untimed_endpoints	33	
critPathMaxStageDelay	0.29	ns
yosysUniqueCellTypes	32	
diodes	0	
p_clk_frac	0.584	
vias	777	
postRouteAntennaNets	0	
grt_max_degree	21	
path_depth	1	
core_util_floorplan	0.132	
hpwl	1.37	mm
flop_area	656	sq um
routedWlPerCell	7.16	um
critical_path_class	reg2out	
cts_setup_buffers	0	
warnings	29	
timing.final.hold_violations	0	
rsz0062_at_grt	false	
synth_stat.cells	120	
antenna_found_initial	0	
reg2regPathDepth	2	
wl	1.85	mm
syn_to_final_growth	12.9	%
grt_remaining_overflow	0	
drt_pre_antenna_iters	4	
max_freq	1.01	GHz
powerDensity	391	nW/um^2
critPathArrivalTime	0.75	ns
die_w	121	um
cp_cell_sequence	dlygate4sd2_1	
required	0.96	ns
htreeDepth	1	
leakagePower	0.000583	uW
yosys_warnings	15	
grt_pass1_wl	3.14	mm
hp-class	reg2reg	
path_max_fanout	1	
met2_wirelength	780	um
drv_cap	0	
ctsHoldBuffers	0	
cts_max_path_buffers	2	
logic_area	554	sq um
final_max_slew_viol_count	0	
die_y	121	um
hold_depth	0	
synth_top_cell_by_area	dfxtp_1	
drt-initial-drc-count	30	
power_frac_comb	0.006	
core_area	9860	sq um
ys_ff	28	
clk-insertion-delay-late	0.23	ns
clockRootBuffer	clkbuf_8	
cp-start-kind	register	
avgSynthCellArea	10.8	sq um
fillCellCount	1082	
slowest_stage	dfxtp_1	
wl_met1	983	um
min_period	0.986	ns
met3_length	54	um
numCtsBuffers	3	
finish.utilization	0.149	
viasPerCell	3.01	
num_rows	36	
unclocked_regs	21	
cts_resized	2	
cp.buffers_inverters	1	
critPathTopFamily	flip-flops	
port_buffers	2	
finalSetupViolations	0	
place.gp.congestion	0.847	
internal_power	465	uW
switching_share	0.188	
syn_inst	120	
drc	0	
cts_tree	done	
seq_power_share	0.410	
dieArea	14600	sq um
layout-drive-gt1-share	0.0960	
area_leaders	dfxtp_1 26%, edfxtp_1 23%, buf_4 9.3%, xor2_1 5.4%, ha_1 3.9%	
p_sw	108	uW
yosys_area	1300	sq um
status	finished, final reports clean	
highest_layer	met4	
async_flop_share	0	
worstSetupEndpointType	output port	
top_cell_area_share	0.262	
finClkSkew	0.00921	ns
period_used_share	0.822	
cts.clk_slew.worst_paths	0.05	ns
finalSetupTns	0	ns
-- sequential cells by signal, summed over array words and instances (netlist names) --
register,cells
testvga.clock.pixelClock,1
testvga.clock.state,4
testvga.HorizontalComparator.horizontalsync,1
testvga.vs,1
testvga.VerticalCounter.state,10
testvga.HorizontalCounter.count,10
testvga.hs,1
-- area by class of cell --
class / count / area share
clock buffer: 4 / 0.0307
inverter: 5 / 0.0128
multi-input combinational: 85 / 0.378
sequential: 28 / 0.447
tap: 133 / 0.114
timing repair buffer: 3 / 0.0171
-- cell usage after synthesis, types with 2 or more instances --
cell	instances
nor2_1	9
or4_4	2
buf_4	16
nor2b_1	2
xor2_1	8
nand2_1	5
dfxtp_1	17
nor3_1	4
nand3_1	6
conb_1	2
edfxtp_1	10
ha_1	4
o31ai_1	2
nand4_1	4
xnor2_1	4
inv_1	5
o21ai_0	3
a21oi_1	3
-- per-layer routing --
metal	global-route usage	vias to the layer above
met3	0.00614	2
li1	-	398
met5	0	-
met1	0.0326	360
met2	0.0388	17
met4	0.00528	0
-- through the flow --
stage               setup WS, ns  hold WS [ns]  total power [uW]  instance area, sq um  std cells
floorplan                  0.400         0.331               276                  1350        135
global placement           0.212         0.335               244                  1420        254
detailed placement         0.205         0.340               244                  1420        254
CTS                        0.194         0.344               590                  1470        258
global route               0.179         0.355               615                  1470        258
finish                     0.214         0.345               573                  1470        258
-- final timing paths --
path / from / endpoint / slack [ns]
worst max-delay path: testvga.hs / Hsync / 0.21
worst min-delay path: testvga.clock.state[1] / testvga.clock.state[3] / 0.34
worst max register to register: testvga.clock.state[2] / testvga.clock.pixelClock / 0.45
worst min register to register: testvga.clock.state[1] / testvga.clock.state[3] / 0.34
-- kinds of logic after synthesis --
group	count (synthesis)	share of synthesized area
simple gates	40	0.195
flops	27	0.494
buf+inv	22	0.111
compound gates	12	0.0636
xor+xnor	12	0.0810
fa+ha+maj	4	0.0386
other cells	2	0.00579
latches	1	0.0116
-- power groups by stage --
stage	logic (uW)	registers (uW)	clock network [uW]
finish	3.23	235	335
global route	6.72	234	374
CTS	4.98	235	351
-- placed cells by master, fill, tap and decap left out, types with 2 or more instances in the layout --
cell type,n
edfxtp_1,10
ha_1,4
nand2_1,5
dfxtp_1,17
nor2b_1,2
dlygate4sd2_1,2
inv_1,5
a21oi_1,3
o31ai_1,2
o21ai_0,3
or4_4,2
nand4_1,4
nor2_1,9
nand3_1,6
xor2_1,8
xnor2_1,4
nor3_1,4
conb_1,17
clkbuf_8,3
Power figures rest on the tool's default switching activity, not on a simulated workload.
