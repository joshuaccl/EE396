===== flow/config.mk =====
export PLATFORM = sky130hd
export DESIGN_NAME = message
export DESIGN_NICKNAME = message
export VERILOG_FILES = /design/flow/design.v
export SDC_FILE = /design/flow/constraint.sdc
export NUM_CORES = 4
export LEC_CHECK = 1
export CORE_AREA = 10 10 98 98
export DIE_AREA = 0 0 108 108

===== flow/design.v =====
module message(
    input clk,
    input [3:0] sw,
    output [6:0] seg,
    output [3:0] an
    );
    wire strobe_out;
    reg [1:0] an_out;
    reg [3:0] an_select;
    reg [6:0] letter;
    strobe play(strobe_out, clk);
    always@(posedge clk)
        if(strobe_out == 1) an_out <= an_out + 1;
    always@(sw)
    begin
        if(sw[2] == 1)  
        begin
            case(an_out)
                0: begin
                   an_select = 3'b0111; 
                   letter = 7'b0010001;
                   end
                1: begin
                   an_select = 4'b1011;
                   letter = 7'b0000110;
                   end 
                2: begin
                   an_select = 4'b1101;
                   letter = 7'b0001000;
                   end
                3: begin
                   an_select = 4'b1110;
                   letter = 7'b0001001;
                   end
            endcase
        end
        else if(sw[1] == 1)  
        begin
            case(an_out)
            0: begin
               an_select = 3'b0111; 
               letter = 7'b1000111;
               end
            1: begin
               an_select = 4'b1011;
               letter = 7'b1000000;
               end 
            2: begin
               an_select = 4'b1101;
               letter = 7'b0010010;
               end
            3: begin
               an_select = 4'b1110;
               letter = 7'b0000110;
               end
            endcase
        end
        else if(sw[0] == 1)  
        begin
            case(an_out)
            0: begin
               an_select = 3'b0111; 
               letter = 7'b0001100;
               end
            1: begin
               an_select = 4'b1011;
               letter = 7'b1000111;
               end 
            2: begin
               an_select = 4'b1101;
               letter = 7'b0001000;
               end
            3: begin
               an_select = 4'b1110;
               letter = 7'b0010001;
               end
            endcase
       end
       else if(sw[3] == 1) an_select=4'b1111;  
       else
       begin
            an_select = 4'b1111;
            letter = 7'b1111111;
       end    
    end
    assign seg = letter;
    assign an = an_select;
endmodule
module strobe(
    output display,
    input clk
    );
    reg elapsed;
    reg [25:0] state;
    always@(posedge clk)
        if(state == 250000) state <= 0;
        else state <= state + 1;
    always@(state)
        if(state == 250000) elapsed = 1; 
        else elapsed = 0;
    assign display = elapsed;
endmodule

===== flow/run.sh =====
#!/bin/bash
# OpenROAD 26Q1-2900-gdf79404cd8, Yosys 0.63+post, stock flow scripts
make -C /OpenROAD-flow-scripts/flow DESIGN_CONFIG=/design/flow/config.mk WORK_HOME=/design/flow/orfs finish

===== flow/constraint.sdc =====
current_design message

set clk_period 3.9
set clk_io_pct 0.2

create_clock -name clk0 -period $clk_period [get_ports {clk}]

set non_clock_inputs [all_inputs -no_clocks]
set_input_delay [expr $clk_period * $clk_io_pct] -clock clk0 $non_clock_inputs
set_output_delay [expr $clk_period * $clk_io_pct] -clock clk0 [all_outputs]

==> impl_metrics.tcl <==
# flow metrics
set metrics [dict create \
    outcome "complete, no violations" \
    syn_inst 171 \
    untimed_endpoints 14 \
    synth-async-reset-ratio_pct 0 \
    io_buffers 15 \
    drc 0 \
    layout_setup_ws_ns 0.9682 \
    syn_area_um2 1585 \
    fp_util_pct 20.73 \
    maxCapViolCount 0 \
    cts_hold_buf 0 \
    drt-total-wl_um 2874 \
    unclocked_regs 7 \
    yosysMostFrequentCell "dfxtp_1" \
    dr_total_vias 1187 \
    fmax_ghz 0.3411 \
    die_y_um 108 \
    fillCellCount 808 \
    ant_nets 0 \
    edf_count 2 \
    gr-total-overflow 0 \
    timing.final.crit_share_pct 75.17 \
    tool_warnings 32 \
    wl_per_cell_um 9.876 \
    max_slew_margin_pct 60.31 \
    path_delay_family "buffers and inverters" \
    criticalPathCategory "in2out" \
    worst_ep_required_time_ns 3.12 \
    top_area_cell "dfxtp_1" \
    fp-row-count 32 \
    holdWs_ns 0.4799 \
    cts_tree "yes" \
    grt_setup_unrepaired "false" \
    crit_fanout 7 \
    path_cells "clkdlybuf4s50_1, nor2_1, nand2_1, nand2_1, clkdlybuf4s50_1" \
    p_int_w 0.0003688 \
    ys_types 40 \
    ios 16 \
    dpl_worst_slack_ns 0.9748 \
    grt_max_degree 16 \
    hold_viol_final 0 \
    hpwl_um 2205 \
    power.net_switching_w 0.00008892 \
    cp.arrival_ns 2.15 \
    worstRegToRegCells 4 \
    power.share.clock_pct 33.1 \
    dr.pass1.iters 4 \
    cp_slowest_cell "clkdlybuf4s50_1" \
    area_delta_synth_final_pct 20.13 \
    numCtsBuffers 3 \
    critical_path.max_stage_delay_ns 0.51 \
    clock_latency_ns 0.27 \
    path_depth 5 \
    yosys.area.top_type_share_pct 32.83 \
    yosysWarnings 2 \
    skew_ns 0.003731 \
    netlist_top_cells_count "dfxtp_1 (26), nor2_1 (19), xnor2_1 (19)" \
    worst_ir_drop_vdd_mv 0.2363 \
    n_antenna_cell 0 \
    dieArea_um2 11660 \
    setup_viol 0 \
    die_w_um 108 \
    area_leaders "dfxtp_1 (33%), xnor2_1 (10%), ha_1 (7.1%)" \
    cp-end-kind "primary output" \
    yosys-stat-area_um2 1585 \
    hold_class "reg2reg" \
    avgSynthCellArea_um2 9.271 \
    clock_path_buffers 2 \
    cp_num_buf_inv 2 \
    cts_resized 0 \
    p_comb_share_pct 3.4 \
    drt_iter0_markers 60 \
    core_um2 7647 \
    grt_pass1_vias 1120 \
    fin_tns_setup_ns 0 \
    power.density_nw_per_um2 240.3 \
    grt_use_total_pct 5.042 \
    switching_share_pct 19.43 \
    p_leak_nw 0.6939 \
    yosysCellCount 171 \
    gp_congestion 0.8007 \
    drive_gt1_share_pct 6.878 \
    avgViaCountPerCell 4.079 \
    cts_root_buf "clkbuf_8" \
    ys.flops 35 \
    startpoint_type "input pin" \
    cts-htree-levels 1 \
    whs_path_depth 1 \
    drv_slew 0 \
    final.min_clock_period_ns 2.932 \
    worstMarginPinSlew_ns 0.5908 \
    path_clk_slew_ns 0.08 \
    grt_pass1_wl_um 5112 \
    seqPwrFrac_pct 63.5 \
    antenna_found_initial 0 \
    post_cts_buffers 0 \
    ff_type "dfxtp_1" \
    fin_util_pct 24.90 \
]
[cell families (layout without fill, tap and decap cells)]
family          after synthesis  after routing  share of synthesized area [%]
xor+xnor                     22             22                          12.16
fa+ha+maj                     9              9                          7.104
buf+inv                      11             29                          2.841
compound gates               15             15                          6.314
flops                        28             28                          36.62
latches                       7              7                          6.630
simple gates                 79             79                          28.34
[cells in the final DEF (no fill, tap or decap), types with 2 or more instances in the layout]
| master | synthesis | layout |
|---|---|---|
| a211oi_1 | 2 | 2 |
| nor4_1 | 4 | 4 |
| nand4_1 | 8 | 8 |
| dfxtp_1 | 26 | 26 |
| dlxtn_1 | 7 | 7 |
| and3_1 | 4 | 4 |
| clkdlybuf4s50_1 | 0 | 15 |
| clkbuf_8 | 0 | 3 |
| and4_1 | 3 | 3 |
| xor2_1 | 3 | 3 |
| nor2_1 | 19 | 19 |
| edfxtp_1 | 2 | 2 |
| and2_1 | 2 | 2 |
| a21oi_1 | 5 | 5 |
| nand3_1 | 11 | 11 |
| xnor2_1 | 19 | 19 |
| nor3_1 | 2 | 2 |
| nand2_1 | 13 | 13 |
| ha_1 | 9 | 9 |
| o31ai_1 | 2 | 2 |
| inv_1 | 9 | 9 |
[worst register-to-register path, stage by stage, from the launching register on]
cell and delay [ns]:
dfxtp_1 0.36, or4b_1 0.51, or4_1 0.42, nor3_2 0.36, buf_4 0.24
[flip-flops by register name, summed over array words and instances (netlist names)]
name and count:
an_out 2, letter 7, play.state 26
[power groups by stage]
stage	registers [W]	clock network (W)	logic, W
4_1_cts	0.000291	0.000160	0.0000155
5_1_grt	0.000291	0.000171	0.0000176
6_report	0.000291	0.000151	0.0000154
[cell type report]
class,instances,area (um^2),area share [%]
clock buffer,3,41.29,2.168
inverter,9,33.78,1.774
sequential,35,685.7,36.01
timing repair buffer,16,157.7,8.279
tap,102,127.6,6.702
multi-input combinational,125,854.6,44.88
clock inverter,1,3.754,0.1971
[layer usage]
metal	GRT usage, %	share of wire [%]	up-vias
li1	-	-	633
met1	7.462	53	523
met2	7.500	38	29
met3	1.386	7.6	2
met4	0.3817	0.56	0
met5	0	0	-
[final timing paths]
check / slack, ns / startpoint / to
setup / recovery: 0.97 / sw[1] / an[0]
hold / removal: 0.48 / play.state[25] / play.state[25]
setup reg to reg: 1.73 / play.state[13] / an_out[1]
hold reg to reg: 0.48 / play.state[25] / play.state[25]
[metrics by stage]
stage	total power [W]	cells	area (um^2)
2_1_floorplan	0.0003060	171	1585
3_3_place_gp	0.0003129	287	1859
3_5_place_dp	0.0003130	287	1859
4_1_cts	0.0004668	291	1904
5_1_grt	0.0004797	291	1904
6_report	0.0004577	291	1904
Power is estimated from default activity; no workload was simulated.
